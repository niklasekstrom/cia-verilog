==> flow/design.v <==
module cia(
    input RESET_n,
    input E_CLK,
    input CS_n,
    input RW,
    input [3:0] A,
    inout [7:0] D,
    inout [7:0] PA,
    inout [7:0] PB,
    output PC_n,
    input FLAG_n,
    inout CNT,
    inout SP,
    input TICK,
    output IRQ_n
    );
    localparam [3:0] REG_PRA = 4'h0;
    localparam [3:0] REG_PRB = 4'h1;
    localparam [3:0] REG_DDRA = 4'h2;
    localparam [3:0] REG_DDRB = 4'h3;
    localparam [3:0] REG_TA_LO = 4'h4;
    localparam [3:0] REG_TA_HI = 4'h5;
    localparam [3:0] REG_TB_LO = 4'h6;
    localparam [3:0] REG_TB_HI = 4'h7;
    localparam [3:0] REG_TOD_LOW = 4'h8;
    localparam [3:0] REG_TOD_MID = 4'h9;
    localparam [3:0] REG_TOD_HI = 4'ha;
    localparam [3:0] REG_B_UNUSED = 4'hb;
    localparam [3:0] REG_SDR = 4'hc;
    localparam [3:0] REG_ICR = 4'hd;
    localparam [3:0] REG_CRA = 4'he;
    localparam [3:0] REG_CRB = 4'hf;
    reg ta_running;
    reg ta_oneshot;
    reg sp_output;
    reg tb_running;
    reg tb_oneshot;
    reg tb_count_ta_underflow;
    reg tod_set_alarm;
    wire [7:0] cra = {1'b0, sp_output, 2'b00, ta_oneshot, 2'b00, ta_running};
    wire [7:0] crb = {tod_set_alarm, tb_count_ta_underflow, 2'b00, tb_oneshot, 2'b00, tb_running};
    reg [7:0] ddra;
    reg [7:0] pra;
    reg [7:0] ddrb;
    reg [7:0] prb;
    assign PA[0] = ddra[0] ? pra[0] : 1'bz;
    assign PA[1] = ddra[1] ? pra[1] : 1'bz;
    assign PA[2] = ddra[2] ? pra[2] : 1'bz;
    assign PA[3] = ddra[3] ? pra[3] : 1'bz;
    assign PA[4] = ddra[4] ? pra[4] : 1'bz;
    assign PA[5] = ddra[5] ? pra[5] : 1'bz;
    assign PA[6] = ddra[6] ? pra[6] : 1'bz;
    assign PA[7] = ddra[7] ? pra[7] : 1'bz;
    assign PB[0] = ddrb[0] ? prb[0] : 1'bz;
    assign PB[1] = ddrb[1] ? prb[1] : 1'bz;
    assign PB[2] = ddrb[2] ? prb[2] : 1'bz;
    assign PB[3] = ddrb[3] ? prb[3] : 1'bz;
    assign PB[4] = ddrb[4] ? prb[4] : 1'bz;
    assign PB[5] = ddrb[5] ? prb[5] : 1'bz;
    assign PB[6] = ddrb[6] ? prb[6] : 1'bz;
    assign PB[7] = ddrb[7] ? prb[7] : 1'bz;
    always @(negedge E_CLK or negedge RESET_n) begin
        if (!RESET_n) begin
            pra <= 8'd0;
            prb <= 8'd0;
            ddra <= 8'd0;
            ddrb <= 8'd0;
        end
        else if (!CS_n && !RW) begin
            case (A)
                REG_PRA: pra <= D;
                REG_PRB: prb <= D;
                REG_DDRA: ddra <= D;
                REG_DDRB: ddrb <= D;
            endcase
        end
    end
    reg pc;
    assign PC_n = pc ? 1'b0 : 1'bz;
    always @(negedge E_CLK or negedge RESET_n) begin
        if (!RESET_n)
            pc <= 1'b0;
        else
            pc <= !CS_n && A == REG_PRB;
    end
    reg [1:0] flag_n_sync;
    always @(negedge E_CLK)
        flag_n_sync <= {flag_n_sync[0], !FLAG_n};
    wire flag_falling = flag_n_sync[1] && !flag_n_sync[0];
    reg [15:0] ta_counter;
    reg [15:0] tb_counter;
    reg [15:0] ta_latch;
    reg [15:0] tb_latch;
    wire ta_underflowing = ta_running && ta_counter == 16'd0;
    wire tb_underflowing = tb_running && (!tb_count_ta_underflow || ta_underflowing) && tb_counter == 16'd0;
    always @(negedge E_CLK or negedge RESET_n) begin
        if (!RESET_n) begin
            ta_latch <= 16'd0;
            tb_latch <= 16'd0;
        end
        else if (!CS_n && !RW) begin
            case (A)
                REG_TA_LO: ta_latch[7:0] <= D;
                REG_TA_HI: ta_latch[15:8] <= D;
                REG_TB_LO: tb_latch[7:0] <= D;
                REG_TB_HI: tb_latch[15:8] <= D;
            endcase
        end
    end
    always @(negedge E_CLK or negedge RESET_n) begin
        if (!RESET_n)
            ta_counter <= 16'd0;
        else begin
            if (!CS_n && !RW && A == REG_CRA && D[4])
                ta_counter <= ta_latch;
            else if (!CS_n && !RW && A == REG_TA_HI && (!ta_running || ta_oneshot))
                ta_counter <= {D, ta_latch[7:0]};
            else if (ta_running) begin
                if (ta_counter == 16'd0)
                    ta_counter <= ta_latch;
                else
                    ta_counter <= ta_counter - 16'd1;
            end
        end
    end
    always @(negedge E_CLK or negedge RESET_n) begin
        if (!RESET_n)
            tb_counter <= 16'd0;
        else begin
            if (!CS_n && !RW && A == REG_CRB && D[4])
                tb_counter <= tb_latch;
            else if (!CS_n && !RW && A == REG_TB_HI && (!tb_running || tb_oneshot))
                tb_counter <= {D, tb_latch[7:0]};
            else if (tb_running && (!tb_count_ta_underflow || ta_underflowing)) begin
                if (tb_counter == 16'd0)
                    tb_counter <= tb_latch;
                else
                    tb_counter <= tb_counter - 16'd1;
            end
        end
    end
    always @(negedge E_CLK or negedge RESET_n) begin
        if (!RESET_n)
            ta_running <= 1'b0;
        else begin
            if (!CS_n && !RW && A == REG_CRA)
                ta_running <= D[0];
            else if (!CS_n && !RW && A == REG_TA_HI && ta_oneshot)
                ta_running <= 1'b1;
            else if (ta_underflowing && ta_oneshot)
                ta_running <= 1'b0;
        end
    end
    always @(negedge E_CLK or negedge RESET_n) begin
        if (!RESET_n)
            tb_running <= 1'b0;
        else begin
            if (!CS_n && !RW && A == REG_CRB)
                tb_running <= D[0];
            else if (!CS_n && !RW && A == REG_TB_HI && tb_oneshot)
                tb_running <= 1'b1;
            else if (tb_underflowing && tb_oneshot)
                tb_running <= 1'b0;
        end
    end
    always @(negedge E_CLK or negedge RESET_n) begin
        if (!RESET_n) begin
            ta_oneshot <= 1'b0;
            tb_oneshot <= 1'b0;
            tb_count_ta_underflow <= 1'b0;
        end
        else if (!CS_n && !RW) begin
            if (A == REG_CRA)
                ta_oneshot <= D[3];
            if (A == REG_CRB) begin
                tb_oneshot <= D[3];
                tb_count_ta_underflow <= D[6];
            end
        end
    end
    reg [23:0] tod_counter;
    reg [23:0] tod_latch;
    reg [23:0] tod_alarm;
    reg alarm_set;
    reg tod_running;
    reg tod_latched;
    reg tick_sync_1;
    reg tick_sync_2;
    always @(negedge E_CLK or negedge RESET_n) begin
        if (!RESET_n)
            tod_set_alarm <= 1'b0;
        else if (!CS_n && !RW && A == REG_CRB)
            tod_set_alarm <= D[7];
    end
    always @(negedge E_CLK or negedge RESET_n) begin
        if (!RESET_n)
            tod_latched <= 1'b0;
        else if (!CS_n && RW) begin
            if (A == REG_TOD_HI) begin
                tod_latch <= tod_counter;
                tod_latched <= 1'b1;
            end
            else if (A == REG_TOD_LOW)
                tod_latched <= 1'b0;
        end
    end
    always @(negedge E_CLK or negedge RESET_n) begin
        if (!RESET_n)
            alarm_set <= 1'b0;
        else if (!CS_n && !RW && tod_set_alarm && A == REG_TOD_LOW)
            alarm_set <= 1'b1;
    end
    always @(negedge E_CLK or negedge RESET_n) begin
        if (!RESET_n)
            tod_alarm <= 24'd0;
        else if (!CS_n && !RW && tod_set_alarm) begin
            case (A)
                REG_TOD_LOW: tod_alarm[7:0] <= D;
                REG_TOD_MID: tod_alarm[15:8] <= D;
                REG_TOD_HI: tod_alarm[23:16] <= D;
            endcase
        end
    end
    always @(negedge E_CLK) begin
        tick_sync_1 <= TICK;
        tick_sync_2 <= tick_sync_1;
    end
    wire tod_write = !CS_n && !RW && !tod_set_alarm && (A == REG_TOD_HI || A == REG_TOD_MID || A == REG_TOD_LOW);
    always @(negedge E_CLK or negedge RESET_n) begin
        if (!RESET_n) begin
            tod_running <= 1'b0;
            tod_counter <= 24'd0;
        end
        else if (tod_write) begin
            case (A)
                REG_TOD_HI: tod_counter[23:16] <= D;
                REG_TOD_MID: tod_counter[15:8] <= D;
                REG_TOD_LOW: tod_counter[7:0] <= D;
            endcase
            tod_running <= A == REG_TOD_LOW;
        end
        else if (tod_running && !tick_sync_2 && tick_sync_1)
            tod_counter <= tod_counter + 24'd1;
    end
    wire alarm_equal = tod_counter == tod_alarm;
    reg prev_alarm_equal;
    always @(negedge E_CLK)
        prev_alarm_equal <= alarm_equal;
    wire alarm_fired = tod_running && alarm_set && !prev_alarm_equal && alarm_equal;
    reg [7:0] sdr_in;
    reg [7:0] shift_in;
    reg [2:0] shift_in_counter;
    wire sp_in_reset_n = RESET_n && !sp_output;
    always @(posedge CNT or negedge sp_in_reset_n) begin
        if (!sp_in_reset_n) begin
            sdr_in <= 8'd0;
            shift_in <= 8'd0;
            shift_in_counter <= 3'd0;
        end
        else begin
            shift_in <= {shift_in[6:0], SP};
            if (shift_in_counter == 3'd7)
                sdr_in <= {shift_in[6:0], SP};
            shift_in_counter <= shift_in_counter + 3'd1;
        end
    end
    reg shift_in_complete_req;
    reg shift_in_complete_ack;
    always @(posedge CNT or negedge RESET_n) begin
        if (!RESET_n)
            shift_in_complete_req <= 1'b0;
        else if (!sp_output && shift_in_counter == 3'd7)
            shift_in_complete_req <= !shift_in_complete_ack;
    end
    reg shift_in_complete;
    always @(posedge E_CLK or negedge RESET_n) begin
        if (!RESET_n)
            shift_in_complete <= 1'b0;
        else
            shift_in_complete <= shift_in_complete_req != shift_in_complete_ack;
    end
    always @(negedge E_CLK or negedge RESET_n) begin
        if (!RESET_n)
            shift_in_complete_ack <= 1'b0;
        else if (shift_in_complete)
            shift_in_complete_ack <= shift_in_complete_req;
    end
    always @(negedge E_CLK or negedge RESET_n) begin
        if (!RESET_n)
            sp_output <= 1'b0;
        else if (!CS_n && !RW && A == REG_CRA)
            sp_output <= D[6];
    end
    reg [7:0] sdr_out;
    reg sdr_out_new_data;
    reg shift_out_running;
    reg [7:0] shift_out;
    reg [2:0] shift_out_counter;
    reg shift_out_clk;
    wire shift_out_complete = shift_out_running && shift_out_counter == 3'd7 && shift_out_clk && ta_underflowing;
    wire shift_complete = shift_in_complete | shift_out_complete;
    always @(negedge E_CLK or negedge RESET_n) begin
        if (!RESET_n)
            sdr_out <= 8'd0;
        else if (!CS_n && !RW && A == REG_SDR)
            sdr_out <= D;
    end
    always @(negedge E_CLK or negedge RESET_n) begin
        if (!RESET_n) begin
            shift_out <= 8'd0;
            shift_out_clk <= 1'b0;
            shift_out_counter <= 3'd0;
        end
        else if (sp_output) begin
            if (!CS_n && !RW && A == REG_CRA && !D[6]) begin
                shift_out <= 8'd0;
                shift_out_clk <= 1'b0;
                shift_out_counter <= 3'd0;
            end
            else begin
                if (shift_out_running && ta_underflowing) begin
                    if (!shift_out_clk) begin
                        if (shift_out_counter == 3'd0)
                            shift_out <= sdr_out;
                        else
                            shift_out <= {shift_out[6:0], 1'b0};
                    end
                    else
                        shift_out_counter <= shift_out_counter + 3'd1;
                    shift_out_clk <= !shift_out_clk;
                end
            end
        end
    end
    always @(negedge E_CLK or negedge RESET_n) begin
        if (!RESET_n) begin
            shift_out_running <= 1'b0;
            sdr_out_new_data <= 1'b0;
        end
        else if (sp_output) begin
            if (!CS_n && !RW && A == REG_CRA && !D[6]) begin
                shift_out_running <= 1'b0;
                sdr_out_new_data <= 1'b0;
            end
            else if (!CS_n && !RW && A == REG_SDR) begin
                if (!shift_out_running || shift_out_complete)
                    shift_out_running <= 1'b1;
                else
                    sdr_out_new_data <= 1'b1;
            end
            else if (shift_out_complete) begin
                if (!sdr_out_new_data)
                    shift_out_running <= 1'b0;
                else
                    sdr_out_new_data <= 1'b0;
            end
        end
    end
    assign SP = sp_output && !shift_out[7] ? 1'b0 : 1'bz;
    assign CNT = sp_output && shift_out_clk ? 1'b0 : 1'bz;
    reg [4:0] icr_mask;
    reg [4:0] icr_data;
    wire ir = |(icr_data & icr_mask);
    assign IRQ_n = ir ? 1'b0 : 1'bz;
    always @(negedge E_CLK or negedge RESET_n) begin
        if (!RESET_n)
            icr_mask <= 5'd0;
        else if (!CS_n && !RW && A == REG_ICR) begin
            if (D[7])
                icr_mask <= icr_mask | D[4:0];
            else
                icr_mask <= icr_mask & ~D[4:0];
        end
    end
    wire [4:0] icr_set = {flag_falling, shift_complete, alarm_fired, tb_underflowing, ta_underflowing};
    always @(negedge E_CLK or negedge RESET_n) begin
        if (!RESET_n)
            icr_data <= 5'd0;
        else begin
            if (!CS_n && RW && A == REG_ICR)
                icr_data <= icr_set;
            else
                icr_data <= icr_data | icr_set;
        end
    end
    reg [7:0] data_out;
    wire drive_data_out = E_CLK && !CS_n && RW;
    assign D = drive_data_out ? data_out : 8'bz;
    always @(*) begin
        case (A)
            REG_PRA: data_out <= PA;
            REG_PRB: data_out <= PB;
            REG_DDRA: data_out <= ddra;
            REG_DDRB: data_out <= ddrb;
            REG_TA_LO: data_out <= ta_counter[7:0];
            REG_TA_HI: data_out <= ta_counter[15:8];
            REG_TB_LO: data_out <= tb_counter[7:0];
            REG_TB_HI: data_out <= tb_counter[15:8];
            REG_TOD_LOW: data_out <= tod_latched ? tod_latch[7:0] : tod_counter[7:0];
            REG_TOD_MID: data_out <= tod_latched ? tod_latch[15:8] : tod_counter[15:8];
            REG_TOD_HI: data_out <= tod_latched ? tod_latch[23:16] : tod_counter[23:16];
            REG_B_UNUSED: data_out <= 8'd0;
            REG_SDR: data_out <= sdr_in;
            REG_ICR: data_out <= {ir, 2'b00, icr_data};
            REG_CRA: data_out <= cra;
            REG_CRB: data_out <= crb;
        endcase
    end
endmodule
==> flow/run.sh <==
#!/bin/bash
# OpenROAD 26Q1-2900-gdf79404cd8, Yosys 0.63+post, stock flow scripts
make -C /OpenROAD-flow-scripts/flow DESIGN_CONFIG=/design/flow/config.mk WORK_HOME=/design/flow/orfs finish
==> flow/config.mk <==
export PLATFORM = sky130hd
export DESIGN_NAME = cia
export DESIGN_NICKNAME = cia
export VERILOG_FILES = /design/flow/design.v
export SDC_FILE = /design/flow/constraint.sdc
export NUM_CORES = 4
export LEC_CHECK = 1
export CORE_UTILIZATION = 50
==> flow/constraint.sdc <==
current_design cia

set clk_period 5.6
set clk_io_pct 0.2

create_clock -name clk0 -period $clk_period [get_ports {CNT}]
create_clock -name clk1 -period $clk_period [get_ports {E_CLK}]

set non_clock_inputs [all_inputs -no_clocks]
set_input_delay [expr $clk_period * $clk_io_pct] -clock clk0 $non_clock_inputs
set_output_delay [expr $clk_period * $clk_io_pct] -clock clk0 [all_outputs]
==> notes.md <==
run metrics: synth warn 22, post-CTS setup buffer count 24, Halt Stage 4_1_cts, mux share 0.0721, H-Tree Depth 4, Dominant comb cell simple AND/OR/NAND/NOR gates, Adder Share, Synth 0.00838, fp_density 0.514, Die W 147 µm, Mapped Avg Cell Area 9.82 µm², FFs w/ async S/R, synth 0.854, worst slack, placed -734 ps, Unique cell types 94, Die Ht 147 µm, post-DP HPWL 24400 µm, cell area after synthesis 10500 µm², CTS Buffer Depth 2, CTS sink cnt 199, yosys stat cell total 1065, Dominant Register Cell dfrtn_1, Seq share, synth 0.485, Buffers on Ports 9, status aborted with a tool error, post-CTS sizing 94, Basic Gates by Area 0.180, routability cong. 0.981, first error message [error] [KeplerFormal.cpp:679] Workflow failed: Iso has multiple drivers: .PA7, PA[7]$_DFFE_NN0P_.Q0, I/O pin count 38, post-cts hold-fix buffer tally 0, row count 52, Registers, synthesis 199, EDFF count, synth 24, placed cell area 12100 µm², yosys stat area 10500 µm², area fraction in compound gates 0.173, XORs/XNORs by Area 0.0276, placed cells 1457, CTS root buf clkbuf_16, Post-Syn Instances 1065, total CTS buffers 17
## synth_stat cells (5+ instances only)
cell type,n,area share
a211oi_1,7,0.0050
a21oi_1,46,0.022
a221o_1,8,0.0077
a221oi_1,5,0.0042
a22o_1,6,0.0050
a22oi_1,11,0.0079
a31oi_1,8,0.0048
and3_1,11,0.0066
buf_2,21,0.010
buf_4,8,0.0057
buf_6,7,0.0075
clkbuf_1,61,0.022
dfrtn_1,170,0.41
dfxtp_1,5,0.0096
edfxtp_1,24,0.069
ha_1,7,0.0084
inv_1,19,0.0068
mux2_2,39,0.042
mux2i_1,30,0.029
nand2_1,135,0.048
nand2b_1,7,0.0042
nand3_1,36,0.017
nand4_1,19,0.011
nor2_1,61,0.022
nor2b_1,12,0.0072
nor3_1,24,0.011
nor3b_1,5,0.0036
nor4_1,12,0.0072
o211ai_1,16,0.011
o21ai_0,75,0.036
o21ai_1,12,0.0057
o22ai_1,12,0.0072
or3_1,7,0.0042
xnor2_1,11,0.0092
xor2_1,22,0.018
## logic make-up after synthesis
logic type	count (synthesis)
DFF	199
and+or+nand+nor	367
xor gates and xnor gates	33
other	1
adders and majority gates	7
buffers and inverters	120
AOI/OAI and AO/OA	268
muxes	70
